==> /design/flow/design.v <==
`timescale 1ns / 1ps
module GPRs(
  input bit clk,
  input logic write_en,
  input logic [2:0] write_dest,           
  input logic [15:0] write_data,          
  input logic [2:0] read_addr_1,          
  input logic [2:0] read_addr_2,
  output logic [15:0] read_data_1,       
  output logic [15:0] read_data_2
);
  logic [15:0] register_array [7:0];      
 initial begin
   for(int i=0;i<8;i=i+1)
     register_array[i] <= 16'd1;
 end
 always @ (posedge clk ) begin
   if(write_en) begin
     register_array[write_dest] <= write_data;              
   end
 end
  assign read_data_1 = register_array[read_addr_1];              
  assign read_data_2 = register_array[read_addr_2];    
endmodule
==> /design/flow/run.sh <==
#!/bin/bash
# OpenROAD 26Q1-2900-gdf79404cd8, Yosys 0.63+post, stock flow scripts
make -C /OpenROAD-flow-scripts/flow DESIGN_CONFIG=/design/flow/config.mk WORK_HOME=/design/flow/orfs finish
==> /design/flow/config.mk <==
export PLATFORM = sky130hd
export DESIGN_NAME = GPRs
export DESIGN_NICKNAME = GPRs
export VERILOG_FILES = /design/flow/design.v
export SDC_FILE = /design/flow/constraint.sdc
export NUM_CORES = 4
export LEC_CHECK = 1
export CORE_UTILIZATION = 50
==> /design/flow/constraint.sdc <==
current_design GPRs

set clk_period 4.4
set clk_io_pct 0.2

create_clock -name clk0 -period $clk_period [get_ports {clk}]

set non_clock_inputs [all_inputs -no_clocks]
set_input_delay [expr $clk_period * $clk_io_pct] -clock clk0 $non_clock_inputs
set_output_delay [expr $clk_period * $clk_io_pct] -clock clk0 [all_outputs]
==> run notes <==
Physical design

The flow ran to the end, and the final reports show no timing, DRC or antenna violations. The average cell area after synthesis stands at 23.7 um2. The number of post-CTS setup repair buffers stands at 0. The finished layout holds 486 standard cells, fillers aside. Counting every instance in the synthesized netlist gives 255. The number of inserted filler cells in the final layout stands at 824. For this run, the final setup violation count is recorded as 0.

Buffers placed on the I/O ports in this run total 58. Before any placement, the netlist area is recorded as 6040 um2. Global routing finished with a remaining overflow of 0.

Hold repair after CTS inserted 0 buffers. The global-route wire length before repair stands at 17500 um. The XOR/XNOR share of the synthesized area stands at 0%.

For this run, the detailed router's first-pass iteration total came to 15. After synthesis, the share of cell area in mux cells is 33.3%. Tracing the worst setup path back leads to its startpoint at read_addr_2[0].

In this design, the largest share of critical-path delay is due to buffers and inverters. TritonCTS built the clock tree. In this build the clock could be raised as far as 267 MHz. Internal power comes to 2430 uW.

The slowest stage of the critical path is the sky130_fd_sc_hd__mux4_1 cell. Cells with a size suffix above 1 make up 23.9% of the layout. The routed design shows a via density per instance of 6.12. In this run the worst hold path is classified as in -> reg. More flip-flops sit in one register than any other, and that register is register_array. According to the I/O placement log, the pin count is 59. Counting the warning lines in the Yosys log gives 1.

The x dimension of the die stands at 112 um. The area of all sequential standard cells stands at 3840 um2. The tree is rooted in a sky130_fd_sc_hd__clkbuf_16. Sequential cells were found to cover 63.6% of the synthesized design area. The script logs the mean routed wire length per placed instance as 23.6 um. Global routing used 21.9% of the available tracks across all layers.

Entering global routing, the biggest net connects 33 pins. The post-route worst hold slack stands at 1.19 ns. The total of flip-flops plus latches after synthesis stands at 128. The area share of the leading cell type in the synthesized netlist stands at 63.6%.

The maximum net fanout on the critical path stands at 16. The stat command in Yosys gives a chip area of 6040 um2. STA classifies the critical path startpoint as an input pin. The total negative setup slack stands at 0 ns. The period utilization stands at 85.0%. The number of clock sinks stands at 128.

The critical path endpoint has a required time of 3.52 ns. The aggregate routed wire length stands at 11500 um. In the CTS report, the clock slew at the register clock pins of the worst setup and hold paths is listed as 0.05 ns.

The slew at the pin closest to its max-slew limit stands at 0.745 ns. In this run, flip-flops and latches consume 46.9% of the power. After layout, the minimum clock period comes to 3.74 ns. The script computed the net switching share of total power as 18.6%. The detailed router finished its first iteration with 63 violations. For reference, the top cells by area after synthesis are sky130_fd_sc_hd__edfxtp_1 64%, sky130_fd_sc_hd__mux4_1 24%, sky130_fd_sc_hd__mux2_2 6.0%. The detailed-placement wirelength estimate stands at 6750 um. By instance count, the leading cell after synthesis is sky130_fd_sc_hd__edfxtp_1. On the critical path the data arrives at 2.86 ns. In the final layout, the registers with the most flip-flops are register_array x128. The adder-cell area share of the yosys netlist stands at 0%. The number of standard cells reported by yosys stands at 255. TritonCTS created 17 clock buffers. In the synthesized netlist the dominant register cell turns out to be sky130_fd_sc_hd__edfxtp_1. For this run, the slowest stage of the critical path takes 0.57 ns. The worst setup path is captured at a primary output. After clock tree synthesis, the repair step resized 0 gates. The number of max-cap violations stands at 0. STA lists the startpoint of the worst hold path as write_data[8].

The power density over cell area stands at 404 nW/um2. Walking the worst path, the cells encountered are buf_2 -> buf_4 -> mux4_1 -> mux2_2 -> clkdlybuf4s50_1. The initial core utilization stands at 52.0%.

The area added between synthesis and finish stands at 22.0%. The number of antenna violations at the first check in global routing stands at 0. The area of the die stands at 12500 um2. The multi-input combinational cells in the finished layout cover a total of 2080 um2. Setup repair after global routing left no endpoint under its margin. Once placement completed, the tool counted placed cells totaling 455.

The worst VDD IR drop from the latest analysis is 221 uV. The share of synthesized cell area in and, or, nand and nor gates stands at 0.973%. Ranked by instance count, the synthesized netlist is headed by 128 x sky130_fd_sc_hd__edfxtp_1, 56 x sky130_fd_sc_hd__mux4_1, 32 x sky130_fd_sc_hd__mux2_2.

The die outline height stands at 112 um. Headroom to the max-slew limit came out at 50.1%. In the final report, the number of hold violations comes to 0. Looking at the power breakdown, the clock network takes 44.0% of the total. The flip-flop count of the largest register, all copies and words added stands at 128. The final cell utilization of the core stands at 63.5%. The portion of total power attributed to combinational logic stands at 9.1%. In this run the remaining antenna-violating nets after routing total 0. The proportion of register bits with asynchronous set or reset after synthesis stands at 0%. The number of pins with negative max-slew slack in the final report stands at 0. The remaining design rule violation count stands at 0. The warning total across the stage logs stands at 26. Counting both buffers and inverters, the worst setup path holds a total of 3.

The detailed router placed 2974 vias in this run. By startpoint and endpoint, the worst setup path is classified as in -> out. The via count of the first global-routing pass stands at 3272. The floorplan core area stands at 11600 um2. The placement row count stands at 39. Grouping non-sequential cells by family puts the most area in multiplexers. The tally of unique sky130hd cells used after synthesis stands at 12. Per the gpl log, the routability congestion estimate is 0.769.

The aoi/oai-family share of the synthesized area stands at 0%. The maximum count of clock buffers along a single path stands at 2. The leakage dissipation stands at 0.00254 uW. The switching component of the power was reported as 554 uW. The number of antenna cells inserted stands at 0. sky130_fd_sc_hd__edfxtp_1 takes more of the synthesized area than any other cell.

The number of synthesized flops with an enable pin stands at 128. The CTS H-tree depth stands at 4.
==> path summary, 6_finish.rpt <==
check | endpoint | slack, ns | cells past startpoint
max | read_data_2[14] | 0.66 | 5
min | register_array[0][8] | 1.19 | 1
==> cell families after synthesis <==
kind of cell           Yosys count
flip-flops                     128
multiplexers                    96
buffers and inverters           18
AND/OR/NAND/NOR                 13
==> area by class of cell <==
type	instances	area share [%]
well taps	143	2.43
flip-flops and latches	128	52.1
repair buffers	75	9.64
multi-input cells	109	28.2
clock inverters	11	1.65
clock buffers	20	5.92
==> per-layer routing <==
metal / share of wire (%) / vias up / GRT usage, % / wire (um)
li1: - / 1332 / - / -
met1: 37 / 1503 / 29.8 / 4260
met2: 53 / 126 / 36.1 / 6060
met3: 9.0 / 13 / 11.2 / 1030
met4: 1.1 / 0 / 2.13 / 127
met5: 0 / - / 0 / 0
==> placed cells by master (no fill, tap or decap) <==
master	count
sky130_fd_sc_hd__buf_2	2
sky130_fd_sc_hd__bufinv_16	3
sky130_fd_sc_hd__clkinv_1	7
sky130_fd_sc_hd__nand2b_1	3
sky130_fd_sc_hd__clkbuf_1	3
sky130_fd_sc_hd__edfxtp_1	128
sky130_fd_sc_hd__mux4_1	56
sky130_fd_sc_hd__buf_12	1
sky130_fd_sc_hd__nor2_1	6
sky130_fd_sc_hd__clkdlybuf4s50_1	56
sky130_fd_sc_hd__mux2_2	32
sky130_fd_sc_hd__nand2_1	2
sky130_fd_sc_hd__mux4_2	8
sky130_fd_sc_hd__clkinv_2	1
sky130_fd_sc_hd__buf_4	16
sky130_fd_sc_hd__clkbuf_16	17
sky130_fd_sc_hd__nor3_2	2
==> metrics by stage <==
step / setup WS, ns / power [uW] / cell area, um2
after CTS: 0.633 / 3010 / 7370
after global placement: 0.640 / 1690 / 6810
final: 0.661 / 2980 / 7370
after floorplan: 1.62 / 1560 / 6040
after global routing: 0.541 / 3080 / 7370
after detailed placement: 0.627 / 1700 / 6810
==> power groups by stage <==
| stage | Combinational, uW | Sequential [uW] | Clock (uW) |
|---|---|---|---|
| 4_1_cts | 275 | 1400 | 1330 |
| 5_1_grt | 293 | 1400 | 1380 |
| 6_report | 270 | 1400 | 1310 |
Power is estimated from default activity; no workload was simulated.
