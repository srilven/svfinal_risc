==> design.v <==
`timescale 1ns / 1ps
module ALU(
  input  logic [15:0] src_1,             
  input  logic [15:0] src_2,             
  input  logic [3:0] alu_control,       
  output logic [15:0] result,            
 output logic zero
    );
  always_comb
begin
 case(alu_control)
 4'b0000: result = src_1 + src_2;           
 4'b0001: result = src_1 - src_2;          
 4'b0010: result = ~src_1;                 
 4'b0011: result = src_1 << src_2;         
 4'b0100: result = src_1 >> src_2;         
 4'b0101: result = src_1 & src_2;          
 4'b0110: result = src_1 | src_2;         
 4'b0111: result = src_1 + 1;            
 4'b1000: result = src_1 - 1;           
 default:result = src_1 + src_2;       
 endcase
end
  assign zero = (result==16'd0) ? 1'b1: 1'b0;    
endmodule
==> run.sh <==
#!/bin/bash
# OpenROAD 26Q1-2900-gdf79404cd8, Yosys 0.63+post, stock flow scripts
make -C /OpenROAD-flow-scripts/flow DESIGN_CONFIG=/design/flow/config.mk WORK_HOME=/design/flow/orfs finish
==> config.mk <==
export PLATFORM = sky130hd
export DESIGN_NAME = ALU
export DESIGN_NICKNAME = ALU
export VERILOG_FILES = /design/flow/design.v
export SDC_FILE = /design/flow/constraint.sdc
export NUM_CORES = 4
export LEC_CHECK = 1
export CORE_UTILIZATION = 40
==> constraint.sdc <==
current_design ALU

set clk_period 10.1
set clk_io_pct 0.2

create_clock -name clk0 -period $clk_period

set non_clock_inputs [all_inputs -no_clocks]
set_input_delay [expr $clk_period * $clk_io_pct] -clock clk0 $non_clock_inputs
set_output_delay [expr $clk_period * $clk_io_pct] -clock clk0 [all_outputs]
==> results.json <==
{
  "slowest_stage": "clkdlybuf4s50_1",
  "wl_per_cell_um": 21.94,
  "fp_util_pct": 41.81,
  "ys_sh_xor_pct": 3.788,
  "worstPathArrival_ns": 7.41,
  "grt_overflow": 0,
  "grt_pass1_vias": 4033,
  "ys_area_sq_mm": 0.003700,
  "whs_path_depth": 6,
  "crit_buf_inv": 2,
  "rsz0062_at_grt": "false",
  "n_clock_buffer": 0,
  "chip_area_sq_mm": 0.009638,
  "dpl.hpwl_um": 11220,
  "synth.area.mux_share_pct": 23.20,
  "crit_required_ns": 8.08,
  "aoi_share_pct": 30.88,
  "grt_pass1_wl_um": 22720,
  "pwr-share-seq_pct": 0,
  "yosys_warnings": 1,
  "setup_viol": 0,
  "combPwrFrac_pct": 100.0,
  "drcViolationCount": 0,
  "max_cap_viol_count": 0,
  "die_x_um": 98.18,
  "simple_gate_area_share_pct": 28.54,
  "syn_avg_cell_area_sq_um": 6.916,
  "path_cells": "clkdlybuf4s50_1 -> xor2_1 -> and2_1 -> nor3_1 -> a21oi_1 -> o21ai_0 -> ha_1 -> a21oi_1 -> a311o_1 -> o21ai_0 -> a211o_1 -> or4_1 -> nor4_1 -> or4b_1 -> nor4_2 -> clkdlybuf4s50_1",
  "power_leakage_nw": 1.547,
  "ys_sh_adder_pct": 5.952,
  "fin_tns_setup_ns": 0,
  "hold_buffers": 0,
  "report.final.slew_viol_count": 0,
  "first_iter_violations": 388,
  "power_density_mw_per_mm2": 64.79,
  "cpLargestDelayFamily": "simple AND/OR/NAND/NOR gates",
  "pwr-share-clk_pct": 0,
  "track_usage_pct": 30.34,
  "ant_nets": 0,
  "min_period_over_period_pct": 93.40,
  "swShare_pct": 53.26,
  "hold_viol": 0,
  "warning_count": 32,
  "cp_max_fo": 15,
  "syn_inst": 535,
  "cp-start-kind": "input port",
  "routed_wl_um": 14440,
  "min_period_ns": 9.433,
  "endpoint_kind": "output pin",
  "viasPerCell": 6.699,
  "ir_drop_uv": 34.91,
  "hold_path.class": "in2out",
  "rows": 34,
  "flop-count": 0,
  "port_buffers": 53,
  "syn2layout_area_growth_pct": 14.14,
  "ys_top_logic_family": "AND-OR/OR-AND gates",
  "drive_above_1_share_pct": 11.64,
  "crit_type": "in2out",
  "synth_cell_types": 71,
  "regArea_sq_um": 0,
  "ioPinCount": 53,
  "cts_setup_buffers": 0,
  "yosysCellCount": 535,
  "fmax_mhz": 106.0,
  "setup_slack_ns": 0.6668,
  "internal_power_mw": 0.1279,
  "die_h_um": 98.18,
  "gp_congestion": 1.007,
  "worstMarginPinSlew_ns": 0.9934,
  "antenna-diode-count": 0,
  "syn_area_sq_mm": 0.003700,
  "ctsResizeCount": 0,
  "utilization_pct": 47.72,
  "dr_total_vias": 4408,
  "critPathMaxStageDelay_ns": 0.85,
  "path_depth": 16,
  "placed_area_sq_mm": 0.004223,
  "p_sw_mw": 0.1457,
  "finalInstanceArea_sq_mm": 0.004223,
  "relSlewSlack_pct": 33.16,
  "design.core.area_sq_mm": 0.008848,
  "firstDrtPassIters": 7,
  "outcome": "completed",
  "grt_max_degree": 47,
  "synth_seq_share_pct": 0,
  "antenna_found_initial": 0,
  "place_worst_setup_slack_ns": 0.6706
}
==> power by group through the flow <==
stage	Clock [mW]	Combinational (mW)	Sequential (mW)
after CTS	0	0.270	0
after global routing	0	0.296	0
final	0	0.274	0
==> routing by layer <==
layer	routed length [um]	track usage, %
met3	1322	5.160
met2	6539	47.56
met1	6245	44.30
met4	331	5.855
met5	0	0
==> Yosys cell counts (all sizes together), types with 15 or more instances <==
cell type	count	area share [%]
nand2	45	4.6
a31oi	19	3.2
nor2	35	3.6
nor3	15	2.2
o21ai	37	5.0
mux2	22	6.7
nand3	15	2.0
buf	18	2.8
ha	16	5.4
a21oi	33	4.5
mux2i	35	9.8
clkbuf	33	3.4
==> path summary, 6_finish.rpt <==
kind | from | to
setup / recovery | alu_control[3] | zero
hold / removal | src_2[0] | result[0]
==> kinds of logic after synthesis <==
kind of cell,after synthesis
simple gates,197
compound gates,172
mux,68
buf+inv,65
fa+ha+maj,17
xor+xnor,16
==> per-stage QoR <==
step                      hold slack (ns)  std cells  total power, mW
after floorplan                     4.265        535           0.1686
after global placement              4.996        658           0.2686
after detailed placement            4.989        658           0.2684
after CTS                           4.987        658           0.2696
after global routing                5.050        658           0.2963
final                               5.004        658           0.2736
==> final cells by class <==
type	count	area, sq um
multi-input combinational	470	3417
inverter	14	52.55
tap	108	135.1
fill	925	4626
timing repair buffer	66	618.1
==> cells in the final DEF, fill, tap and decap left out, types with 13 or more instances in the layout <==
cell / netlist / layout
clkdlybuf4s50_1: 0 / 51
nand2_1: 45 / 45
o21ai_0: 36 / 36
nor2_1: 35 / 35
mux2i_1: 34 / 34
a21oi_1: 33 / 33
a31oi_1: 19 / 19
mux2_2: 19 / 19
ha_1: 16 / 16
nand3_1: 15 / 15
nor3_1: 14 / 14
buf_4: 2 / 13
Power is estimated from default activity; no workload was simulated.
